==> design.v <==
module amba_ahb_slave #(
  parameter AW = 32,     
  parameter DW = 32,     
  parameter DE = "BIG",     
  parameter RW = 1,     
  parameter MS = 1024,   
  parameter AM = {10{1'b1}},   
  parameter LW_NS = 0,   
  parameter LW_S  = 0,   
  parameter LR_NS = 0,   
  parameter LR_S  = 0    
)(
  input  wire          hclk,      
  input  wire          hresetn,   
  input  wire          hsel,      
  input  wire [AW-1:0] haddr,     
  input  wire    [1:0] htrans,    
  input  wire          hwrite,    
  input  wire    [2:0] hsize,     
  input  wire    [2:0] hburst,    
  input  wire    [3:0] hprot,     
  input  wire [DW-1:0] hwdata,    
  output wire [DW-1:0] hrdata,    
  output reg           hready,    
  output reg  [RW-1:0] hresp,     
  input  wor           error      
);
localparam SW = DW/8;   
wor           error_req;
assign error_req = 1'b0;
assign error_req = error;           
wire [32-1:0] delay;     
wire [32-1:0] cnt_t;     
reg  [32-1:0] cnt_t_r;   
reg           hsel_r;
reg  [AW-1:0] haddr_r;
reg     [1:0] htrans_r;
reg           hwrite_r;
reg     [2:0] hsize_r;
reg     [2:0] hburst_r;
reg     [2:0] hprot_r;
reg     [7:0] mem [0:MS-1];
genvar i;
wire    [7:0] bytes;
wire [DW-1:0] wdata;     
wire [DW-1:0] rdata;     
wire          trn;       
wire          trn_req;   
wire          trn_ack;   
always @(negedge hresetn, posedge hclk)
if (~hresetn) begin
  htrans_r <= 2'b00;
  for(int i=0;i<1024;i++) mem[i]=i;
end else if (hready) begin
  hsel_r   <= hsel;
  haddr_r  <= haddr;
  htrans_r <= htrans;
  hwrite_r <= hwrite;
  hsize_r  <= hsize;
  hburst_r <= hburst;
  hprot_r  <= hprot;
end
always @(negedge hresetn, posedge hclk)
if (~hresetn) begin
  cnt_t_r <= 0;
  hready  <= 1'b1;
  hresp   <= 1'b0;
end else begin
  cnt_t_r <= cnt_t;
  if (error) begin
    if (hready) begin
      if ((htrans == 2'b00) | (htrans == 2'b01)) begin
        hresp   <= 1'b0;
        hready  <= 1'b1;
      end
      if ((htrans == 2'b10) | (htrans == 2'b11)) begin
        hresp   <= (cnt_t == 0) ? 1'b1 : 1'b0;
        hready  <= 1'b0;
      end
    end else begin
      if ((htrans_r == 2'b10) | (htrans_r == 2'b11)) begin
        if (hresp == 1'b0) begin
          hresp   <= (cnt_t == 0) ? 1'b1 : 1'b0;
        end else begin
          hready  <= 1'b1;
        end
      end
    end
  end else begin
    hresp   <= 1'b0;
    hready  <= (cnt_t == 0);
  end
end
assign delay = htrans[0] ? (hwrite ? LW_S  : LR_S )
                         : (hwrite ? LW_NS : LR_NS);
assign cnt_t = hready ? (htrans[1] & hsel ? delay
                                          : 0)
                      : cnt_t_r - 1;
assign trn_req = ((htrans_r == 2'b10) | (htrans_r == 2'b11)) & hsel_r;
assign trn_ack = hready;
assign trn     = trn_req & trn_ack;
assign bytes = 1 << hsize_r;
generate
  for (i=0; i<SW; i=i+1) begin
    if (DE == "BIG") begin
    end else if (DE == "LITTLE") begin
    end
  end
        assign  wdata  =  hwdata ;
        assign  hrdata =  rdata ;
endgenerate
generate
  for (i=0; i<SW; i=i+1) begin
    always @(posedge hclk) begin
      if (trn & (hresp == 1'b0) & hwrite_r) begin
        if (((haddr_r&AM)%SW <= i) & (i < ((haddr_r&AM)%SW + bytes)))  mem [(haddr_r&AM)/SW*SW+i] <= wdata [8*i+:8];
      end
    end
  end
endgenerate
generate
  for (i=0; i<SW; i=i+1) begin
    assign rdata [8*i+:8] = ((trn & (hresp == 1'b0) & ~hwrite_r) & ((haddr_r&AM)%SW <= i) & (i < ((haddr_r&AM)%SW + bytes))) ? mem [(haddr_r&AM)/SW*SW+i] : 8'hxx;
  end
endgenerate
endmodule
==> run.sh <==
#!/bin/bash
# OpenROAD 26Q1-2900-gdf79404cd8, Yosys 0.63+post, stock flow scripts
make -C /OpenROAD-flow-scripts/flow DESIGN_CONFIG=/design/flow/config.mk WORK_HOME=/design/flow/orfs finish
==> config.mk <==
export PLATFORM = sky130hd
export DESIGN_NAME = amba_ahb_slave
export DESIGN_NICKNAME = amba_ahb_slave
export VERILOG_FILES = /design/flow/design.v
export SDC_FILE = /design/flow/constraint.sdc
export NUM_CORES = 4
export LEC_CHECK = 1
export CORE_UTILIZATION = 30
==> constraint.sdc <==
current_design amba_ahb_slave

set clk_period 7.7
set clk_io_pct 0.2

create_clock -name clk0 -period $clk_period [get_ports {hclk}]

set non_clock_inputs [all_inputs -no_clocks]
set_input_delay [expr $clk_period * $clk_io_pct] -clock clk0 $non_clock_inputs
set_output_delay [expr $clk_period * $clk_io_pct] -clock clk0 [all_outputs]
==> results.py <==
# Physical implementation metrics
metrics = {
    "final_timing": {
        "finalSetupViolations": 0,
        "rsz0062_at_grt": "false",
        "slew_viol_final": 0,
        "worst_slack_ns": 4.328,
        "period_minus_slack_ns": 3.372,
        "finalCritPeriodShare_pct": 43.79,
        "slew_headroom_pct": 49.46,
        "fin_skew_ns": 0.001534,
        "fin_tns_setup_ns": 0,
        "fmax_mhz": 296.5,
        "hold_violations": 0,
        "tightest_slew_ns": 0.7512,
    },
    "detailed_routing": {
        "wl_met2_um": 1837,
        "drtPass1Iterations": 4,
        "viasPerCell": 4.621,
        "drcViolationCount": 0,
        "wl_per_cell_um": 12.16,
        "top_layer_used": "met4",
        "postRouteAntennaNets": 0,
        "wirelength_um": 4208,
        "wl_met3_um": 295,
        "wl_met1_um": 2049,
        "drt_first_iter_violations": 137,
        "num_vias": 1599,
        "diodes": 0,
    },
    "clock_network": {
        "insertion_delay_ns": 0.29,
        "cts_buffers": 5,
        "clkSlewWorstSetupHoldPaths_ns": 0.08,
        "cts-root-buf": "clkbuf_8",
        "htree_levels": 2,
        "post_cts_buffers": 0,
        "tritoncts": "done",
        "cts_resized": 0,
        "clk_path_buf_depth": 2,
        "cts_sinks": 41,
        "postCtsHoldBufs": 0,
    },
    "worst_hold_path": {
        "hold_start": "htrans_r[1]",
        "hp-class": "flip-flop to flip-flop",
        "hold_depth": 1,
        "worstHoldEndpoint": "htrans_r[1]",
    },
    "setup_path": {
        "slowest_delay_ns": 0.96,
        "critical_path_class": "flip-flop to output pin",
        "cp.required_ns": 6.16,
        "critPathBufInv": 1,
        "rr_endpoint": "hresp",
        "slowest_stage": "dfstp_2",
        "path_cells": "clkdlybuf4s50_1",
        "cp_top_family": "flip-flops",
        "r2r_start": "cnt_t_r[0]",
        "cp-end-kind": "output pin",
        "startpoint_type": "flip-flop",
        "rrSetupSlack_ns": 4.75,
        "crit_arrival_ns": 1.83,
        "worstPathMaxFanout": 36,
        "worst-path-stages": 1,
        "reg2reg_depth": 9,
    },
    "yosys": {
        "ys_sh_mux_pct": 1.901,
        "yosysWarnings": 40962,
        "synth-simple-area-share_pct": 29.22,
        "edf_count": 6,
        "xor_area_share_pct": 8.745,
        "ys_seq_share_pct": 45.90,
        "synthArstFlopShare_pct": 85.37,
        "ys_top_logic_family": "simple AND/OR/NAND/NOR gates",
        "syn_inst": 234,
        "ys_area_mm2": 0.002303,
        "ys_cells": 234,
        "ys_sh_adder_pct": 0.5432,
        "avgSynthCellArea_um2": 9.844,
        "synth_top_flop_cell": "dfrtp_1",
        "ys.flops": 41,
        "ys_sh_aoi_pct": 3.422,
        "yosysUniqueCellTypes": 39,
        "syn_area_mm2": 0.002303,
    },
    "cells_and_area": {
        "nFillCells": 708,
        "drive_gt1_share_pct": 9.312,
        "seq_area_mm2": 0.001057,
        "final-comb-area_mm2": 0.001040,
        "areaGrowthSynthToFinish_pct": 17.38,
    },
    "pwr": {
        "ir_worst_vdd_v": 0.0001814,
        "cell_internal_pwr_uw": 600.6,
        "swShare_pct": 41.62,
        "p_clk_share_pct": 16.5,
        "powerDensity_mw_per_mm2": 380.5,
        "seqPwrFrac_pct": 36.8,
        "p_sw_uw": 428.2,
        "p_leak_uw": 0.001160,
        "p_comb_share_pct": 46.7,
    },
    "global_route": {
        "antenna_found_initial": 0,
        "grt_max_degree": 37,
        "grt_pass1_wl_um": 6982,
        "overflow": 0,
        "grt_pass1_vias": 1451,
        "grt_usage_pct": 11.61,
    },
    "floorplan": {
        "chipArea_mm2": 0.008033,
        "die_w_um": 89.63,
        "die_h_um": 89.63,
        "initial_core_util_pct": 31.42,
        "rows": 31,
        "placeableCoreArea_mm2": 0.007331,
        "io_pins": 115,
    },
    "job": {
        "maxCapViolations": 0,
        "warning_count": 96,
    },
    "placement": {
        "dpl.hpwl_um": 2900,
        "portBuffers": 35,
        "place_ws_ns": 4.566,
        "gp_congestion": 0.8061,
    },
    "outcome": {
        "status": "complete, no violations",
    },
}
-- final cells by class --
class	instances	area share (%)
Sequential cell	41	39.10
Multi-Input combinational cell	158	38.45
Timing Repair Buffer	36	13.23
Tap cell	99	4.581
Clock buffer	5	2.545
Clock inverter	3	1.527
Inverter	4	0.5553
-- sequential cells by signal, indices dropped and copies added (netlist names) --
signal / count
cnt_t_r: 32
htrans_r: 1
hresp: 1
hready: 1
haddr_r: 6
-- how the worst max path moves through the flow --
| stage | startpoint | end | slack [ns] |
|---|---|---|---|
| finish | hready | hready | 4.33 |
| global route | hready | hready | 4.21 |
| CTS | hready | hready | 4.29 |
-- cells in the final DEF (no fill, tap or decap), types with 2 or more instances in the layout --
| cell type | count |
|---|---|
| xor2_1 | 13 |
| and2_1 | 9 |
| nor3_2 | 2 |
| xnor2_1 | 10 |
| mux2_2 | 3 |
| nand3_1 | 2 |
| o21ai_0 | 4 |
| nand4_1 | 8 |
| or4_4 | 2 |
| clkdlybuf4s50_1 | 35 |
| conb_1 | 8 |
| or3_1 | 7 |
| nor4_4 | 3 |
| inv_1 | 4 |
| edfxtp_1 | 6 |
| nand2_1 | 8 |
| nor2b_1 | 4 |
| a21oi_1 | 7 |
| or4_1 | 2 |
| nor4_1 | 12 |
| nor2_1 | 34 |
| dfrtp_1 | 34 |
| clkbuf_8 | 5 |
| nor3_1 | 7 |
-- power groups by stage --
stage / combinational, uW / clock (uW) / sequential (uW)
final: 480 / 170 / 378
after global routing: 537 / 186 / 393
after CTS: 481 / 177 / 379
-- synthesized netlist by cell type, types with 3 or more instances --
cell type  number  share of area (%)
nor2_1         34                5.5
mux2_2          3                1.5
inv_1           4               0.65
nor4_1         12                3.3
clkbuf_1       16                2.6
nand4_1         8                2.2
and2_1          9                2.4
nor3_1          7                1.5
dfrtp_1        34                 37
xor2_1         13                4.9
o21ai_0         4               0.87
or3_1           7                1.9
nor4_4          3                2.8
buf_4          20                6.5
xnor2_1        10                3.8
nand2_1         8                1.3
edfxtp_1        6                7.8
a21oi_1         7                1.5
nor2b_1         4                1.1
-- kinds of logic after synthesis --
group,count (synthesis)
flip-flops,41
XOR/XNOR,23
multiplexers,4
AND/OR/NAND/NOR,108
AND-OR/OR-AND,14
other,2
buffers and inverters,41
adder cells (fa/ha/maj),1
-- stage by stage --
step                cells  utilization [%]  hold slack [ns]  power [uW]  area, um2
global route          346            36.88           0.5487        1116       2704
finish                346            36.88           0.5279        1029       2704
CTS                   346            36.88           0.5351        1037       2704
global placement      338            35.38           0.5127       853.9       2594
floorplan             240                -           0.4917       750.2       2326
detailed placement    338            35.38           0.5144       857.7       2594
-- metal layers --
layer,GRT usage [%],vias to the layer above
li1,-,794
met1,18.15,751
met2,17.49,52
met3,2.595,2
met4,1.587,0
met5,0,-
Power is estimated from default activity; no workload was simulated.
